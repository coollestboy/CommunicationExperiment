==> ./design.v <==
module decode(
    input clk,
    input in,
    output reg [1:0] ready,
    output reg [3:0] out
);
    reg [2:0] state;
    reg [6:0] ham;
    wire [2:0] test;
    assign test[0] = ham[0] ^ ham[1] ^ ham[2] ^ ham[4];
    assign test[1] = ham[0] ^ ham[1] ^ ham[3] ^ ham[5];
    assign test[2] = ham[0] ^ ham[2] ^ ham[3] ^ in;
    initial 
    begin
        ready = 0;
        out = 0;
        state = 0;
        ham = 0;
    end
    always @(posedge clk)
    begin
        case (state)
            0:
            begin
                ready <= 0;
                if (in == 0)
                begin
                    state <= 0;
                end
                else 
                begin
                    state <= 1;
                end
            end
            1:
            begin
                ready <= 1;
                ham[0] <= in;
                state <= 2;
            end
            2:
            begin
                ham[1] <= in;
                state <= 3;
            end
            3:
            begin
                ham[2] <= in;
                state <= 4;
            end
            4:
            begin
                ham[3] <= in;
                state <= 5;
            end
            5:
            begin
                ham[4] <= in;
                state <= 6;
            end
            6:
            begin
                ham[5] <= in;
                state <= 7;
            end
            7:
            begin
                ham[6] <= in;
                case (test)
                    0:
                    begin
                        ready <= 3;
                        out[3:0] <= ham[3:0];
                    end
                    1:
                    begin
                        ready <= 2;
                        out[3:0] <= ham[3:0];
                    end
                    2:
                    begin
                        ready <= 2;
                        out[3:0] <= ham[3:0];
                    end
                    3:
                    begin
                        ready <= 2;
                        out[3:2] <= ham[3:2];
                        out[1] <= ~ham[1];
                        out[0] <= ham[0];
                    end
                    4:
                    begin
                        ready <= 2;
                        out[3:0] <= ham[3:0];
                    end
                    5:
                    begin
                        ready <= 2;
                        out[3] <= ham[3];
                        out[2] <= ~ham[2];
                        out[1:0] <= ham[1:0];
                    end
                    6:
                    begin
                        ready <= 2;
                        out[3] <= ~ham[3];
                        out[2:0] <= ham[2:0];
                    end
                    7:
                    begin
                        ready <= 2;
                        out[3:1] <= ham[3:1];
                        out[0] <= ~ham[0];
                    end
                endcase
                state <= 0;
            end
        endcase
    end
endmodule
==> ./run.sh <==
#!/bin/bash
# OpenROAD 26Q1-2900-gdf79404cd8, Yosys 0.63+post, stock flow scripts
make -C /OpenROAD-flow-scripts/flow DESIGN_CONFIG=/design/flow/config.mk WORK_HOME=/design/flow/orfs finish
==> ./config.mk <==
export PLATFORM = sky130hd
export DESIGN_NAME = decode
export DESIGN_NICKNAME = decode
export VERILOG_FILES = /design/flow/design.v
export SDC_FILE = /design/flow/constraint.sdc
export NUM_CORES = 4
export LEC_CHECK = 1
export CORE_AREA = 10 10 92 92
export DIE_AREA = 0 0 102 102
==> ./constraint.sdc <==
current_design decode

set clk_period 3.0
set clk_io_pct 0.2

create_clock -name clk0 -period $clk_period [get_ports {clk}]

set non_clock_inputs [all_inputs -no_clocks]
set_input_delay [expr $clk_period * $clk_io_pct] -clock clk0 $non_clock_inputs
set_output_delay [expr $clk_period * $clk_io_pct] -clock clk0 [all_outputs]
==> notes.md <==
impl run done, here's what came out: WL met2=314 µm, Crit. End Element=register, average routed wire per standard cell=7.06 µm, # rows=29, gpl congestion=0.772, die width=102 µm, Period minus WS final=2010 ps, worst slew pin tran=397 ps, Slew HR=73.3%, post-synthesis sequential area ratio=61.4%, synthesized area=684 µm², Synth Instances=52, port bufs=7, Crit path arrival time=2000 ps, crit-path cells=clkdlybuf4s50_1 -> xor2_1 -> xnor2_1 -> nor4_1 -> or2_1, DR pass1 iterations=4, GRT Util Overall=2.06%, Worst Setup Start Kind=primary input, yosys synthesis chip area=684 µm², slowest CP cell=clkdlybuf4s50_1, Synth cell types=20, largest net degree at the start of global routing=11, # hold bufs at CTS=0, die area=10400 µm², Setup Skew=6.91 ps, FP Core Util=10.6%, DRC=0, postcts setup bufs=0, vias in the first global route=374, total CTS buffers=3, Setup TNS=0 ps, Worst path max stage delay=540 ps, Max H-tree Level=1, Clock Root Buffer=clkbuf_8, top routing layer used=met3, status=finished clean, Antenna Violating Nets Remaining=0, Top delay family on crit path=XOR/XNOR gates, Max-area cell share=52.7%, initial antenna violation count=0, clock tree buffer depth=2, M1 wire length=419 µm, core area=6460 µm², layout cells sized above 1=10.0%, Leak=0.285 nW, clock sink total=15, CTS-repair resized insts=0, max-slew violations=0, Tool Warnings=25, post-synthesis register bit count=15, CP max FO=8, Core Util, Final=13.7%, WL final=967 µm, Reg clk slew, reported paths=60 ps, Overflow after GRT=0, # IOs=8, RSZ-0062 raised after global routing=false, Diodes inserted=0, Final Instance Area=886 µm², final period utilization=67.1%, Peak supply drop=214 µV, Setup violations, final=0, Fin. Hold Viols=0, crit path kind=in -> reg, CTS tree=done, Worst Path Buf+Inv=1, Max-Cap Viols=0, PD cells=946 nW/µm², clk ins delay skew pair=240 ps, Max Clock Freq=497 MHz, Met3 Wirelength=233 µm, first-pass GRT wire length=1660 µm, DR vias=374, synth-to-layout area growth=29.4%, Post-DP Area=840 µm², Die Ht=102 µm, fillers=725, number of vias per cell=2.73, Synthesis Warnings=1, dominant cell type by area after synthesis=edfxtp_1, crit path DRT=2990 ps, yosys cell count=52, Hold Crit Class=reg -> reg, Avg Inst Size Synth=13.2 µm², Synth area leaders=edfxtp_1 53%, xnor2_1 14%, dfxtp_1 8.8%, nor3b_1 3.3%, and3b_1 2.6%, Iter 0 DRT Violations=29
-- metrics by stage --
| stage | hold WS [ps] | cells | setup slack (ps) | power [W] |
|---|---|---|---|---|
| 2_1_floorplan | 573 | 52 | 1450 | 0.000598 |
| 3_3_place_gp | 519 | 133 | 725 | 0.000686 |
| 3_5_place_dp | 521 | 133 | 721 | 0.000690 |
| 4_1_cts | 537 | 137 | 968 | 0.000849 |
| 5_1_grt | 576 | 137 | 835 | 0.000907 |
| 6_report | 537 | 137 | 988 | 0.000838 |
-- worst reg2reg max path, delay by kind of cell, from the launching register on --
family,cells,cell delay (ps)
XOR/XNOR,2,550
AND/OR/NAND/NOR,2,310
flip-flops,1,450
-- Yosys cell counts --
cell type	number
edfxtp_1	12
clkbuf_1	3
o21bai_1	1
and3_2	1
xor2_1	2
nand3b_1	2
inv_1	1
nand3_1	1
o21ai_0	1
and3b_1	2
xor2_2	1
dfxtp_1	3
nor4_1	1
o21ai_1	1
or2_1	1
nor2_1	2
nor3b_1	3
nand2_1	1
nor3_1	2
xnor2_1	11
-- logic make-up after synthesis --
logic type,Yosys count,synth area share (%)
AND-OR/OR-AND,3,2.56
XOR/XNOR,14,19.0
buffers and inverters,4,2.19
flip-flops,15,61.4
AND/OR/NAND/NOR,16,14.8
-- final timing paths --
check / cells after the start / slack (ps) / from / end
worst max register to register: 4 / 1440 / ham[3] / ready[0]
worst min register to register: 1 / 540 / state[0] / state[0]
worst min-delay path: 1 / 540 / state[0] / state[0]
worst max-delay path: 5 / 990 / in / ready[0]
-- layout by cell type (no fill, tap or decap), drive strengths merged --
cell type and instances:
nand3b 2, and3b 2, inv 1, or2 1, edfxtp 12, o21ai 2, xor2 3, nor4 1
nor2 2, nand2 1, nor3 2, o21bai 1, xnor2 11, nor3b 3, dfxtp 3, clkbuf 3
clkdlybuf4s50 7, and3 1, clkinv 1, nand3 1
-- final cells by class --
cell class	instances	area, µm²	share of cell area, %
Clock buffer	3	41.3	4.66
Clock inverter	1	5.00	0.565
Inverter	1	3.75	0.424
Multi-Input combinational cell	33	249	28.1
Sequential cell	15	420	47.5
Tap cell	77	96.3	10.9
Timing Repair Buffer	7	70.1	7.91
-- per-layer routing --
layer	vias up	track usage, %
met4	0	0.108
li1	195	-
met5	-	0
met2	17	2.32
met3	0	2.66
met1	162	2.40
-- flip-flops by register name, summed over array words and instances, names as in the netlist --
name,cells
ham,6
ready,2
state,3
out,4
-- power breakdown --
group	internal (W)	switching [W]	leakage, nW
Clock	0.0000916	0.0000637	0.0255
Combinational	0.000165	0.000118	0.123
Sequential	0.000326	0.0000736	0.137
Total	0.000583	0.000255	0.285
Power figures rest on the tool's default switching activity, not on a simulated workload.
