File: ./run.sh
#!/bin/bash
# OpenROAD 26Q1-2900-gdf79404cd8, Yosys 0.63+post, stock flow scripts
make -C /OpenROAD-flow-scripts/flow DESIGN_CONFIG=/design/flow/config.mk WORK_HOME=/design/flow/orfs finish
File: ./config.mk
export PLATFORM = sky130hd
export DESIGN_NAME = encode
export DESIGN_NICKNAME = encode
export VERILOG_FILES = /design/flow/design.v
export SDC_FILE = /design/flow/constraint.sdc
export NUM_CORES = 4
export LEC_CHECK = 1
export CORE_AREA = 10 10 70 70
export DIE_AREA = 0 0 80 80
File: ./constraint.sdc
current_design encode

set clk_period 1.7
set clk_io_pct 0.2

create_clock -name clk0 -period $clk_period [get_ports {clk}]

set non_clock_inputs [all_inputs -no_clocks]
set_input_delay [expr $clk_period * $clk_io_pct] -clock clk0 $non_clock_inputs
set_output_delay [expr $clk_period * $clk_io_pct] -clock clk0 [all_outputs]
File: ./design.v
module encode(
    input clk, 
    input [3:0] in, 
    output reg out
);
    reg [2:0] count;
    reg [3:0] inp;
    initial 
    begin
        count <= 0;
    end
    always @(posedge clk) 
    begin
        case (count)
            0:
            begin
                out <= 1;
                inp <= in;
                count <= count + 1;
            end
            1:
            begin
                out <= inp[0];
                count <= count + 1;
            end
            2:
            begin
                out <= inp[1];
                count <= count + 1;
            end
            3:
            begin
                out <= inp[2];
                count <= count + 1;
            end
            4:
            begin
                out <= inp[3];
                count <= count + 1;
            end
            5:
            begin
                out <= inp[0] ^ inp[1] ^ inp[2];
                count <= count + 1;
            end
            6:
            begin
                out <= inp[0] ^ inp[1] ^ inp[3];
                count <= count + 1;
            end
            7:
            begin
                out <= inp[0] ^ inp[2] ^ inp[3];
                count <= 0;
            end
        endcase 
    end
endmodule
==> deck_impl_summary.md <==
Physical Implementation Snapshot

Setup path
  • Most used cell, CP: ha_1
  • Start point of the critical path: count[0]
  • Reg-to-Reg End: out
  • Setup crit end kind: register
  • Largest stage delay, worst path: 0.51 ns
  • CP Max Fanout: 4
  • Family with the most delay on the worst path: simple AND/OR/NAND/NOR gates
  • Reg2Reg Setup Slack: 0.12 ns
  • CP max stage cell: or4_1
  • Worst R2R Start: count[0]
  • CP Class: reg2reg
  • Worst path buffer plus inverter count: 0
  • Cell depth of the worst setup path: 6
  • Crit path DRT: 1.90 ns
  • Worst setup SP type: register
  • Setup crit end: out
  • Worst Path Arrival: 1.79 ns
  • Crit path cell chain: ha_1, ha_1, or4_1, a21oi_1, a311oi_1, nand4_1
  • Worst R2R Path Depth: 6

Final timing
  • Post-layout period usage: 93.1%
  • Fin Clk Skew: 0.00900 ns
  • F_max: 0.632 GHz
  • Min cycle time layout: 1.58 ns
  • Final setup viols: 0
  • Slew HR: 77.1%
  • Slew Viols, Final: 0
  • Number of hold violations in the final report: 0
  • Unrepaired setup endpoints after global routing: no
  • Slew @ Worst Pin: 0.344 ns
  • Setup TNS: 0 ns

Clocking
  • H-tree Lvls: 1
  • CTS sink cnt: 8
  • Clk root buf: clkbuf_4
  • CTS tree: built
  • Setup Fix Bufs, Post-CTS: 0
  • Clk buf depth: 2
  • Num CTS Buffers: 3
  • Cts hold-fix bufs: 0
  • Clk ins delay skew pair: 0.26 ns
  • Clock-pin slew on the worst setup and hold paths: 0.06 ns

GRT
  • Vias in the first global route: 256
  • GRT Util Overall: 2.07%
  • Gr ovfl total: 0
  • Antenna violations before repair: 0
  • Wire length of the first global-routing pass: 1060 µm
  • Largest net degree at the start of global routing: 9

Floorplan
  • I/O pins: 6
  • Fp_density: 12.1%
  • CORE AREA: ~0.0034 mm²
  • Die x size: 80 µm
  • Core Rows: 21
  • Die Height: 80 µm
  • Die area: around 0.0064 mm²

Synth
  • Syn_area_per_cell: 11.5 µm²
  • Yosys warns: 1
  • Register area share after synthesis: 48.5%
  • YS chip area: approximately 410 µm²
  • EDFF count, synth: 4
  • Ys flop type: edfxtp_1
  • Post-Syn Area: between 400 and 500 µm²
  • Ys flops: 8
  • Count of cell types in the netlist: 17
  • Top cells, area: edfxtp_1 29%, dfxtp_1 19%, ha_1 18%, xnor2_1 11%, inv_1 2.7%
  • Gate Count Post-Synth: 36
  • Yosys top cell by area: edfxtp_1
  • Top cells by count: 6 x ha_1, 5 x xnor2_1, 4 x dfxtp_1, 4 x edfxtp_1, 3 x inv_1
  • Synth async-reset ratio: 0%
  • Synth top cell by count: ha_1
  • Yosys Instances: 36
  • Dominant cell area share: 29.1%

Flow run
  • Max-Cap Viols: 0
  • Tool warnings: 29

Finish
  • Area delta synth->final: 33.0%
  • Share of layout cells above drive strength 1: 8.89%
  • Finished Layout Cells: 91
  • Fillers: 392
  • Post-route cell area: 549 µm²

Drt
  • Avg WL per Cell: 7.34 µm
  • N_diodes: 0
  • First drt pass iteration count: 2
  • DRC: 0
  • Initial DRC count: 5
  • Final ANT Viol Nets: 0
  • DR vias/cell: a little over 3
  • Vias: approximately 280
  • Routed WL: 668 µm

Power
  • Switching share of power: roughly 20%
  • Int Pwr: 0.300 mW
  • Reg power frac: 53.8%
  • Lkg Pwr: around 0.21 nW
  • Design Power: 0.376 mW
  • Power per cell area: 684 mW/mm²
  • VDD IR max: 0.364 mV
  • Clock share of power: 43.8%
  • Combinational power share: 2.4%
  • NetSw: 0.0752 mW

Outcome
  • Outcome: finished, final reports clean

Placed design
  • RePlAce Congestion: 0.726
  • Placed Area: 520 µm²
  • Port bufs: 5
  • Placed cells: between 80 and 90

Worst hold path
  • Hold Crit Class: reg2reg
==> metrics by stage <==
| stage | hold slack [ns] | utilization, % | setup slack [ns] |
|---|---|---|---|
| global route | 0.472 | 16.1 | 0.0125 |
| floorplan | 0.418 | - | 0.190 |
| CTS | 0.461 | 16.0 | 0.0776 |
| global placement | 0.434 | 15.2 | 0.106 |
| finish | 0.459 | 16.1 | 0.117 |
| detailed placement | 0.446 | 15.2 | 0.0965 |
==> worst min path at each step <==
stage | depth (start not counted) | slack, ns | end | startpoint
4_1_cts | 1 | 0.46 | count[0] | count[0]
5_1_grt | 1 | 0.47 | count[0] | count[0]
6_report | 1 | 0.46 | count[0] | count[0]
==> power groups by stage <==
stage | Combinational (mW) | Clock [mW] | Sequential, mW
finish | 0.00888 | 0.165 | 0.202
global route | 0.00940 | 0.186 | 0.202
CTS | 0.00892 | 0.172 | 0.202
==> cell type report <==
cell class	count	area, µm²	area share, %
Inverter	3	11.3	2.05
Clock buffer	4	26.3	4.78
Timing Repair Buffer	5	50.0	9.11
Tap cell	46	57.6	10.5
Multi-Input combinational cell	25	204	37.1
Sequential cell	8	200	36.4
==> layer usage <==
metal	part of all wire, %	up-vias	track usage, %
met3	14	0	2.16
li1	-	144	-
met5	0	-	0
met2	40	12	2.81
met4	0	0	0.352
met1	46	126	2.23
==> logic make-up (layout without fill, tap and decap cells) <==
group | Yosys count | in the layout | share of synthesized area (%)
buf+inv | 3 | 12 | 2.73
xor+xnor | 5 | 5 | 10.6
flops | 8 | 8 | 48.5
fa+ha+maj | 6 | 6 | 18.2
simple gates | 10 | 10 | 13.6
compound gates | 4 | 4 | 6.36
==> placed cells by master (no fill, tap or decap) <==
cell             n
a21oi_1          1
ha_2             1
inv_1            3
clkbuf_4         3
nand3_1          1
nor2_1           2
edfxtp_1         4
o21ai_0          1
and2b_1          1
a311oi_1         1
nor2b_1          1
xnor2_1          5
nand2_1          2
clkbuf_1         1
a22oi_1          1
ha_1             5
clkdlybuf4s50_1  5
nand4_1          1
nand4b_1         1
dfxtp_1          4
or4_1            1
==> state kept, by name, indices dropped and copies added (netlist names) <==
| register | flops |
|---|---|
| inp | 4 |
| out | 1 |
| count | 3 |
==> repair_timing <==
item | 4_1_cts | 5_1_grt
endpoints found under the hold margin | 0 | 0
gates resized | 0 | 1
endpoints found under the setup margin | 0 | 1
Power and IR drop assume default switching activity.
