`flow/run.sh`:
```
#!/bin/bash
# OpenROAD 26Q1-2900-gdf79404cd8, Yosys 0.63+post, stock flow scripts
make -C /OpenROAD-flow-scripts/flow DESIGN_CONFIG=/design/flow/config.mk WORK_HOME=/design/flow/orfs finish
```
`flow/config.mk`:
```
export PLATFORM = sky130hd
export DESIGN_NAME = codingClk
export DESIGN_NICKNAME = codingClk
export VERILOG_FILES = /design/flow/design.v
export SDC_FILE = /design/flow/constraint.sdc
export NUM_CORES = 4
export LEC_CHECK = 1
export CORE_AREA = 10 10 70 70
export DIE_AREA = 0 0 80 80
```
`flow/constraint.sdc`:
```
current_design codingClk

set clk_period 1.4
set clk_io_pct 0.2

create_clock -name clk0 -period $clk_period [get_ports {clk}]

set non_clock_inputs [all_inputs -no_clocks]
set_input_delay [expr $clk_period * $clk_io_pct] -clock clk0 $non_clock_inputs
set_output_delay [expr $clk_period * $clk_io_pct] -clock clk0 [all_outputs]
```
`flow/design.v`:
```
module codingClk(clk, codeClk);
  input clk;
  output reg codeClk;
  reg[4:0] count;
  initial
    begin
      count <= 5'b00000;
      codeClk <= 1'b0;
    end
  always @(posedge clk)
    begin
      if(count == 5'b11111)
        begin
          codeClk <= ~codeClk;
        end
      count <= count+1;
    end
endmodule
```
==> reports/notes.md <==
Clock tree
- 2 — maximum count of clock buffers along a single path
- 6 — Sinks on Clock Net
- clkbuf_4 — library cell used as clock root buffer
- 3 — number of clock buffers inserted by TritonCTS
- 1 — CTS H-tree lvls
- built — TritonCTS clock tree
- 0 — # resized after CTS
- 250 ps — Worst-Skew Late Latency
- 50 ps — CTS clk-pin slew, worst paths

Logic synthesis
- 1 — number of synthesis warnings
- dfxtp_1 — biggest area consumer among synthesized cells
- 14 — Synth Instances
- 0 — Synth Area in Compound Gates
- 0.06494 — area fraction in and, or, nand and nor cells after synthesis
- 0 — mux cell area share after synthesis
- 0.6753 — sequential cell area fraction in the yosys report
- 14 — yosys cell count
- 192.7 um^2 — chip area line of the yosys report
- 6 — number of synthesized register bits
- adder cells — dominant non-sequential cell family after synthesis
- dfxtp_1, edfxtp_1, ha_1, xnor2_1, xor2_1 — cell types occupying the most area after synthesis
- 0.5195 — area share of the largest cell type after synthesis
- 0.1299 — adder and majority gate portion of the synthesized area
- 192.7 um^2 — Post-Syn Area
- 0.09091 — xor/xnor share
- 13.76 um^2 — Syn Area/Cell
- 8 — distinct lib cells

Finish
- 404 — FILL cells
- dfxtp_1 — most common library cell in the layout ignoring fill and taps
- 55.05 um^2 — Logic area
- 52.60% — Layout area overhead
- 294.0 um^2 — final instance area
- dfxtp_1, clkbuf_4, inv_1, ha_1 — commonest cells after routing, fill and taps aside
- 130.1 um^2 — sequential cell area
- 0.2500 — share of cells above drive strength 1

Floorplanning
- 0.003416 mm^2 — CORE AREA
- 80 um — die width
- 21 — FP Rows
- 80 um — chip height
- 0.006400 mm^2 — area enclosed by the die boundary
- 2 — Top Ports
- 0.05641 — Core Util at FP

Run
- 25 — tally of OpenROAD warnings
- 0 — number of maximum-capacitance violations

Place
- 260.3 um^2 — placed inst area
- 175 um — Final HPWL DP
- 1 — Buffers on Ports
- 0.6570 — Final Wtd Congestion

Final timing
- false — unrepaired setup endpoints after global routing
- 1333 ps — min Tclk post-route
- 0.9226 — remaining max-slew budget at the tightest pin
- 0 ps — TNS Setup
- 8.697 ps — Worst Skew
- 0 — Hold Fails Final Rpt
- 0 — count of endpoints failing setup in the final report
- 115.8 ps — slew at the pin with the worst max-slew slack
- 400.7 ps — Worst Hold Slack
- 0 — max-slew violation count
- 0.9520 — post-layout period usage
- 750.3 MHz — Max Freq

Global route
- 0 — gr ovfl total
- 0 — number of antenna violations at the first check in global routing
- 5 — maximum number of pins on one net before global-route repair
- 496 um — first-pass GRT wire length
- 119 — number of global-route vias before repair
- 0.009977 — aggregate global-route resource usage

Drt
- 109 um — M1 wire length
- 0 — number of antenna-violating nets in the routed design
- met4 — Max Used Layer
- 246 um — total length of routed wires
- 0 — number of remaining DRC errors
- 4 — number of DRC markers in iteration 0
- 1.667 — detail-routed via count per cell
- 77 um — Met2 Wirelength
- 2 — Detailed Routing Iterations Pass 1
- 48 um — length of routed met3 wiring
- 0 — total antenna diodes in the routed design
- 110 — Vias
- 3.727 um — detailed-route wire length per cell

Worst setup path
- buffers and inverters — Largest delay share family, worst path
- clkdlybuf4s50_1 — cells along the critical path
- 1 — buffers plus inverters on the worst setup path
- output port — kind of capture point of the worst setup path
- 1050 ps — signal arrival time at the worst endpoint
- clkdlybuf4s50_1 — slowest cell on the critical path
- 1120 ps — Crit path required time
- 470 ps — delay contributed by the slowest stage of the critical path
- 2 — largest driver fanout on the critical path
- reg -> out — type of the setup path with the least slack
- flip-flop — crit start category

Outcome
- complete, no violations — run status

Pwr
- 0.1364 mV — largest vdd supply drop
- 1180 mW/mm^2 — Pwr Density
- 0.3469 mW — total power draw
- 0.1147 nW — Leakage

Worst hold path
- reg -> reg — worst hold path class

## final timing paths
path | cells after the start | to | slack (ps) | startpoint
max | 1 | codeClk | 70 | codeClk$_DFFE_PN_
min | 1 | count[0]$_DFF_P_ | 400 | count[0]$_DFF_P_
max reg2reg | 3 | codeClk$_DFFE_PN_ | 270 | count[0]$_DFF_P_
min reg2reg | 1 | count[0]$_DFF_P_ | 400 | count[0]$_DFF_P_
## what timing repair did
| item | CTS | global route |
|---|---|---|
| endpoints found under the hold margin | 0 | 0 |
| hold buffers | 0 | 0 |
| setup buffers | 0 | 1 |
| endpoints found under the setup margin | 0 | 1 |
## through the flow
| stage | util | instances | setup slack [ps] |
|---|---|---|---|
| 3_5_place_dp | 0.07619 | 61 | 261.8 |
| 5_1_grt | 0.08608 | 66 | 13.25 |
| 3_3_place_gp | 0.07619 | 61 | 295.9 |
| 2_1_floorplan | - | 14 | 312.0 |
| 4_1_cts | 0.08388 | 65 | 44.16 |
| 6_report | 0.08608 | 66 | 67.22 |
## kinds of logic (layout without fill, tap and decap cells)
group | after synthesis | in the layout
XOR/XNOR | 2 | 2
adder cells (fa/ha/maj) | 2 | 2
buffers and inverters | 2 | 8
flip-flops | 6 | 6
AND/OR/NAND/NOR | 2 | 2
## Yosys cell counts
cell,instances
ha_1,2
inv_1,2
dfxtp_1,5
nand3_1,1
xnor2_1,1
and3_2,1
edfxtp_1,1
xor2_1,1
## per-layer routing
layer  up-vias  global-route usage
met5         -                   0
met4         0            0.005282
met3         2             0.01364
met2         4             0.01284
met1        47            0.008021
li1         57                   -
## layout make-up
class,count,share of cell area
flip-flops and latches,6,0.4426
well taps,46,0.1957
multi-input cells,6,0.1872
inverters,2,0.02553
clock buffers,4,0.08936
repair buffers,2,0.05957
## report_power, final
group	internal [mW]	leakage (nW)	switching, mW
combinational	0	0.0478	0
clock	0.108	0.0150	0.0636
sequential	0.175	0.0519	0
total	0.283	0.115	0.0636
## state kept, by name, summed over array words and instances (netlist names)
| register | cells |
|---|---|
| count | 5 |
| codeClk | 1 |
Power is estimated from default activity; no workload was simulated.
